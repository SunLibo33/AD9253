**design/flow/run.sh**
```bash
#!/bin/bash
# OpenROAD 26Q1-2900-gdf79404cd8, Yosys 0.63+post, stock flow scripts
make -C /OpenROAD-flow-scripts/flow DESIGN_CONFIG=/design/flow/config.mk WORK_HOME=/design/flow/orfs finish
```
**design/flow/config.mk**
```make
export PLATFORM = sky130hd
export DESIGN_NAME = AD9253Driver
export DESIGN_NICKNAME = AD9253Driver
export VERILOG_FILES = /design/flow/design.v
export SDC_FILE = /design/flow/constraint.sdc
export NUM_CORES = 4
export LEC_CHECK = 1
export CORE_UTILIZATION = 40
```
**design/flow/constraint.sdc**
```tcl
current_design AD9253Driver

set clk_period 3.9
set clk_io_pct 0.2

create_clock -name clk0 -period $clk_period [get_ports {DCO}]

set non_clock_inputs [all_inputs -no_clocks]
set_input_delay [expr $clk_period * $clk_io_pct] -clock clk0 $non_clock_inputs
set_output_delay [expr $clk_period * $clk_io_pct] -clock clk0 [all_outputs]
```
**design/flow/design.v**
```verilog
module AD9253Driver(
		 input wire Data_A_L,
		 input wire Data_A_H,
		 input wire Data_B_L,
		 input wire Data_B_H,
		 input wire Data_C_L,
		 input wire Data_C_H,
		 input wire Data_D_L,
		 input wire Data_D_H,
     input wire DCO,
     input wire FCO,
		 output reg       Data_VLD,
		 output reg[13:0] Data_CH0,
		 output reg[13:0] Data_CH1,
		 output reg[13:0] Data_CH2,
		 output reg[13:0] Data_CH3
);
reg [1:0]FCO_COUNT_H_Rise;
reg [1:0]FCO_COUNT_H_Down;
reg [1:0]FCO_COUNT_L_Rise;
reg [1:0]FCO_COUNT_L_Down;
reg [7:0]REG_DATA_H_H_CH0;
reg [7:0]REG_DATA_H_L_CH0;
reg [7:0]REG_DATA_L_H_CH0;
reg [7:0]REG_DATA_L_L_CH0;
reg [7:0]REG_DATA_H_H_CH1;
reg [7:0]REG_DATA_H_L_CH1;
reg [7:0]REG_DATA_L_H_CH1;
reg [7:0]REG_DATA_L_L_CH1;
reg [7:0]REG_DATA_H_H_CH2;
reg [7:0]REG_DATA_H_L_CH2;
reg [7:0]REG_DATA_L_H_CH2;
reg [7:0]REG_DATA_L_L_CH2;
reg [7:0]REG_DATA_H_H_CH3;
reg [7:0]REG_DATA_H_L_CH3;
reg [7:0]REG_DATA_L_H_CH3;
reg [7:0]REG_DATA_L_L_CH3;
reg Data_VLD_GEN_1D,Data_VLD_GEN_2D,Data_VLD_GEN_3D,Data_VLD_GEN;
always @(posedge DCO)
begin
  Data_VLD_GEN_1D<=FCO;
  Data_VLD_GEN_2D<=Data_VLD_GEN_1D;
  Data_VLD_GEN_3D<=Data_VLD_GEN_2D;
  Data_VLD_GEN<=Data_VLD_GEN_2D^Data_VLD_GEN_3D;
  Data_VLD<=Data_VLD_GEN;
end
always @(posedge DCO)
begin
 if(Data_VLD_GEN==1'b1)
   begin
	  if(FCO==1'b1)
	    begin
	      Data_CH0<={REG_DATA_L_H_CH0,REG_DATA_L_L_CH0[7:2]}; 
		   Data_CH1<={REG_DATA_L_H_CH1,REG_DATA_L_L_CH1[7:2]}; 
		   Data_CH2<={REG_DATA_L_H_CH2,REG_DATA_L_L_CH2[7:2]}; 
		   Data_CH3<={REG_DATA_L_H_CH3,REG_DATA_L_L_CH3[7:2]}; 	
		 end
	  else
	    begin
	      Data_CH0<={REG_DATA_H_H_CH0,REG_DATA_H_L_CH0[7:2]}; 
		   Data_CH1<={REG_DATA_H_H_CH1,REG_DATA_H_L_CH1[7:2]}; 
		   Data_CH2<={REG_DATA_H_H_CH2,REG_DATA_H_L_CH2[7:2]}; 
		   Data_CH3<={REG_DATA_H_H_CH3,REG_DATA_H_L_CH3[7:2]}; 	
		 end	  
	end
end
always @(posedge DCO)
begin
	if(FCO==1'b1)
	  begin
	    case(FCO_COUNT_H_Rise)
		   2'b00:
			      begin
					 REG_DATA_H_H_CH0[7]<=Data_A_H;
					 REG_DATA_H_L_CH0[7]<=Data_A_L;
					 REG_DATA_H_H_CH1[7]<=Data_B_H;
					 REG_DATA_H_L_CH1[7]<=Data_B_L;
					 REG_DATA_H_H_CH2[7]<=Data_C_H;
					 REG_DATA_H_L_CH2[7]<=Data_C_L;
					 REG_DATA_H_H_CH3[7]<=Data_D_H;
					 REG_DATA_H_L_CH3[7]<=Data_D_L;					 
					end
			2'b01:
			      begin
					 REG_DATA_H_H_CH0[5]<=Data_A_H;
					 REG_DATA_H_L_CH0[5]<=Data_A_L;
					 REG_DATA_H_H_CH1[5]<=Data_B_H;
					 REG_DATA_H_L_CH1[5]<=Data_B_L;
					 REG_DATA_H_H_CH2[5]<=Data_C_H;
					 REG_DATA_H_L_CH2[5]<=Data_C_L;
					 REG_DATA_H_H_CH3[5]<=Data_D_H;
					 REG_DATA_H_L_CH3[5]<=Data_D_L;					 
					end			
			2'b10:
			      begin
					 REG_DATA_H_H_CH0[3]<=Data_A_H;
					 REG_DATA_H_L_CH0[3]<=Data_A_L;
					 REG_DATA_H_H_CH1[3]<=Data_B_H;
					 REG_DATA_H_L_CH1[3]<=Data_B_L;
					 REG_DATA_H_H_CH2[3]<=Data_C_H;
					 REG_DATA_H_L_CH2[3]<=Data_C_L;
					 REG_DATA_H_H_CH3[3]<=Data_D_H;
					 REG_DATA_H_L_CH3[3]<=Data_D_L;					 
					end				
			2'b11:
			      begin
					 REG_DATA_H_H_CH0[1]<=Data_A_H;
					 REG_DATA_H_L_CH0[1]<=Data_A_L;
					 REG_DATA_H_H_CH1[1]<=Data_B_H;
					 REG_DATA_H_L_CH1[1]<=Data_B_L;
					 REG_DATA_H_H_CH2[1]<=Data_C_H;
					 REG_DATA_H_L_CH2[1]<=Data_C_L;
					 REG_DATA_H_H_CH3[1]<=Data_D_H;
					 REG_DATA_H_L_CH3[1]<=Data_D_L;					 
					end				
       endcase
	  end 
end
always @(negedge DCO)
begin
	if(FCO==1'b1)
	  begin
	    case(FCO_COUNT_H_Down)
		   2'b00:
			      begin
					 REG_DATA_H_H_CH0[6]<=Data_A_H;
					 REG_DATA_H_L_CH0[6]<=Data_A_L;
					 REG_DATA_H_H_CH1[6]<=Data_B_H;
					 REG_DATA_H_L_CH1[6]<=Data_B_L;
					 REG_DATA_H_H_CH2[6]<=Data_C_H;
					 REG_DATA_H_L_CH2[6]<=Data_C_L;
					 REG_DATA_H_H_CH3[6]<=Data_D_H;
					 REG_DATA_H_L_CH3[6]<=Data_D_L;					 
					end
			2'b01:
			      begin
					 REG_DATA_H_H_CH0[4]<=Data_A_H;
					 REG_DATA_H_L_CH0[4]<=Data_A_L;
					 REG_DATA_H_H_CH1[4]<=Data_B_H;
					 REG_DATA_H_L_CH1[4]<=Data_B_L;
					 REG_DATA_H_H_CH2[4]<=Data_C_H;
					 REG_DATA_H_L_CH2[4]<=Data_C_L;
					 REG_DATA_H_H_CH3[4]<=Data_D_H;
					 REG_DATA_H_L_CH3[4]<=Data_D_L;					 
					end			
			2'b10:
			      begin
					 REG_DATA_H_H_CH0[2]<=Data_A_H;
					 REG_DATA_H_L_CH0[2]<=Data_A_L;
					 REG_DATA_H_H_CH1[2]<=Data_B_H;
					 REG_DATA_H_L_CH1[2]<=Data_B_L;
					 REG_DATA_H_H_CH2[2]<=Data_C_H;
					 REG_DATA_H_L_CH2[2]<=Data_C_L;
					 REG_DATA_H_H_CH3[2]<=Data_D_H;
					 REG_DATA_H_L_CH3[2]<=Data_D_L;					 
					end				
			2'b11:
			      begin
					 REG_DATA_H_H_CH0[0]<=Data_A_H;
					 REG_DATA_H_L_CH0[0]<=Data_A_L;
					 REG_DATA_H_H_CH1[0]<=Data_B_H;
					 REG_DATA_H_L_CH1[0]<=Data_B_L;
					 REG_DATA_H_H_CH2[0]<=Data_C_H;
					 REG_DATA_H_L_CH2[0]<=Data_C_L;
					 REG_DATA_H_H_CH3[0]<=Data_D_H;
					 REG_DATA_H_L_CH3[0]<=Data_D_L;					 
					end				
       endcase
	  end 
end
always @(posedge DCO)
begin
	if(FCO==1'b0)
	  begin
	    case(FCO_COUNT_L_Rise)
		   2'b00:
			      begin
					 REG_DATA_L_H_CH0[7]<=Data_A_H;
					 REG_DATA_L_L_CH0[7]<=Data_A_L;
					 REG_DATA_L_H_CH1[7]<=Data_B_H;
					 REG_DATA_L_L_CH1[7]<=Data_B_L;
					 REG_DATA_L_H_CH2[7]<=Data_C_H;
					 REG_DATA_L_L_CH2[7]<=Data_C_L;
					 REG_DATA_L_H_CH3[7]<=Data_D_H;
					 REG_DATA_L_L_CH3[7]<=Data_D_L;					 
					end
			2'b01:
			      begin
					 REG_DATA_L_H_CH0[5]<=Data_A_H;
					 REG_DATA_L_L_CH0[5]<=Data_A_L;
					 REG_DATA_L_H_CH1[5]<=Data_B_H;
					 REG_DATA_L_L_CH1[5]<=Data_B_L;
					 REG_DATA_L_H_CH2[5]<=Data_C_H;
					 REG_DATA_L_L_CH2[5]<=Data_C_L;
					 REG_DATA_L_H_CH3[5]<=Data_D_H;
					 REG_DATA_L_L_CH3[5]<=Data_D_L;					 
					end			
			2'b10:
			      begin
					 REG_DATA_L_H_CH0[3]<=Data_A_H;
					 REG_DATA_L_L_CH0[3]<=Data_A_L;
					 REG_DATA_L_H_CH1[3]<=Data_B_H;
					 REG_DATA_L_L_CH1[3]<=Data_B_L;
					 REG_DATA_L_H_CH2[3]<=Data_C_H;
					 REG_DATA_L_L_CH2[3]<=Data_C_L;
					 REG_DATA_L_H_CH3[3]<=Data_D_H;
					 REG_DATA_L_L_CH3[3]<=Data_D_L;					 
					end				
			2'b11:
			      begin
					 REG_DATA_L_H_CH0[1]<=Data_A_H;
					 REG_DATA_L_L_CH0[1]<=Data_A_L;
					 REG_DATA_L_H_CH1[1]<=Data_B_H;
					 REG_DATA_L_L_CH1[1]<=Data_B_L;
					 REG_DATA_L_H_CH2[1]<=Data_C_H;
					 REG_DATA_L_L_CH2[1]<=Data_C_L;
					 REG_DATA_L_H_CH3[1]<=Data_D_H;
					 REG_DATA_L_L_CH3[1]<=Data_D_L;					 
					end				
       endcase
	  end 
end
always @(negedge DCO)
begin
	if(FCO==1'b0)
	  begin
	    case(FCO_COUNT_L_Down)
		   2'b00:
			      begin
					 REG_DATA_L_H_CH0[6]<=Data_A_H;
					 REG_DATA_L_L_CH0[6]<=Data_A_L;
					 REG_DATA_L_H_CH1[6]<=Data_B_H;
					 REG_DATA_L_L_CH1[6]<=Data_B_L;
					 REG_DATA_L_H_CH2[6]<=Data_C_H;
					 REG_DATA_L_L_CH2[6]<=Data_C_L;
					 REG_DATA_L_H_CH3[6]<=Data_D_H;
					 REG_DATA_L_L_CH3[6]<=Data_D_L;					 
					end
			2'b01:
			      begin
					 REG_DATA_L_H_CH0[4]<=Data_A_H;
					 REG_DATA_L_L_CH0[4]<=Data_A_L;
					 REG_DATA_L_H_CH1[4]<=Data_B_H;
					 REG_DATA_L_L_CH1[4]<=Data_B_L;
					 REG_DATA_L_H_CH2[4]<=Data_C_H;
					 REG_DATA_L_L_CH2[4]<=Data_C_L;
					 REG_DATA_L_H_CH3[4]<=Data_D_H;
					 REG_DATA_L_L_CH3[4]<=Data_D_L;					 
					end			
			2'b10:
			      begin
					 REG_DATA_L_H_CH0[2]<=Data_A_H;
					 REG_DATA_L_L_CH0[2]<=Data_A_L;
					 REG_DATA_L_H_CH1[2]<=Data_B_H;
					 REG_DATA_L_L_CH1[2]<=Data_B_L;
					 REG_DATA_L_H_CH2[2]<=Data_C_H;
					 REG_DATA_L_L_CH2[2]<=Data_C_L;
					 REG_DATA_L_H_CH3[2]<=Data_D_H;
					 REG_DATA_L_L_CH3[2]<=Data_D_L;					 
					end				
			2'b11:
			      begin
					 REG_DATA_L_H_CH0[0]<=Data_A_H;
					 REG_DATA_L_L_CH0[0]<=Data_A_L;
					 REG_DATA_L_H_CH1[0]<=Data_B_H;
					 REG_DATA_L_L_CH1[0]<=Data_B_L;
					 REG_DATA_L_H_CH2[0]<=Data_C_H;
					 REG_DATA_L_L_CH2[0]<=Data_C_L;
					 REG_DATA_L_H_CH3[0]<=Data_D_H;
					 REG_DATA_L_L_CH3[0]<=Data_D_L;					 
					end				
       endcase
	  end 
end
always @(posedge DCO)
begin
	if(FCO==1'b1)
	  FCO_COUNT_L_Rise <= 2'b00;
	else 
	  FCO_COUNT_L_Rise <= FCO_COUNT_L_Rise + 2'b01;
end
always @(negedge DCO)
begin
	if(FCO==1'b1)
	  FCO_COUNT_L_Down <= 2'b00;
	else 
	  FCO_COUNT_L_Down <= FCO_COUNT_L_Down + 2'b01;
end
always @(posedge DCO)
begin
	if(FCO==1'b0)
	  FCO_COUNT_H_Rise <= 2'b00;
	else 
	  FCO_COUNT_H_Rise <= FCO_COUNT_H_Rise + 2'b01;
end
always @(negedge DCO)
begin
	if(FCO==1'b0)
	  FCO_COUNT_H_Down <= 2'b00;
	else 
	  FCO_COUNT_H_Down <= FCO_COUNT_H_Down + 2'b01;
end
endmodule 
```
==> impl_metrics.py <==
# Auto-generated metrics
metrics = {
    "final_layout": {
        "layout.filler_cells": 1216,
        "drive_gt1_share_pct": 22.4,
        "combGateArea_sq_um": 1190,
        "instances_no_fill": 675,
        "area.sequential_sq_um": 5310,
        "synthToLayoutAreaGrowth_pct": 25.0,
    },
    "detailed_routing": {
        "postRouteWirelength_um": 9780,
        "drt-wirelength-per-cell_um": 14.5,
        "antenna_cells_inserted": 0,
        "first_drt_iteration_drcs": 157,
        "dr.pass1.iters": 4,
        "detail_route.vias_per_cell": 4.31,
        "number_of_drc_violations_after_detailed_routing": 0,
        "postRouteAntennaNets": 0,
        "via_count_of_the_routed_design": 2911,
    },
    "worst_setup_path": {
        "cp_cell_sequence": "buf_4 > and2_1",
        "critPathLaunchType": "input port",
        "critical_path.n_buffers_inverters": 1,
        "reg_to_reg_endpoint": "Data_CH0[12]$_DFFE_PP_",
        "reg2reg_depth": 1,
        "critPathMaxFanout": 19,
        "critical-path-max-stage-delay_ps": 410,
        "critPathTopFamily": "simple AND/OR/NAND/NOR gates",
        "r2r_setup_slack_ps": 1030,
        "critical_path_arrival_ps": 1420,
        "path_class": "in -> reg",
        "critical-path-slowest-cell": "and2_1",
        "setup.worst_path.end_class": "flop",
        "worst_r2r_startpoint": "REG_DATA_H_H_CH0[6]$_DFFE_NP_",
        "worstPathRequired_ps": 2040,
    },
    "logic_synthesis": {
        "synth_flops": 181,
        "post-synth-top-count-cell": "edfxtp_1",
        "synth_top_flop_cell": "edfxtp_1",
        "postSynthSeqShare_pct": 79.6,
        "synth.top_cells.by_count": "168 x edfxtp_1, 56 x mux2_4, 16 x ha_1",
        "synth.cell_area_sq_um": 6670,
        "synthesis.area_per_instance_sq_um": 22.5,
        "yosys-stat-cells": 296,
        "topCellsByArea": "edfxtp_1 76%, mux2_4 13%, dfxtp_1 3.9%",
        "netlist-cell-type-count": 12,
        "synthDominantAreaCellType": "edfxtp_1",
        "netlist.area_leader.share_pct": 75.7,
        "yosys_warnings": 1,
        "mapped_cells": 296,
        "yosysChipArea_sq_um": 6670,
        "edf_count": 168,
        "async_flop_share_pct": 0,
    },
    "global_routing": {
        "antenna_violations_before_repair": 0,
        "grt_max_degree": 39,
        "grt_usage_pct": 13.0,
        "overflow": 0,
        "grt_first_pass_wirelength_um": 14800,
        "number_of_global_route_vias_before_repair": 2840,
    },
    "die": {
        "floorplanUtilization_pct": 41.5,
        "core_region_area_sq_um": 16100,
        "die_height_um": 131,
        "die_w_um": 131,
        "io-pin-count": 67,
        "rows": 46,
        "fp.dieArea_sq_um": 17200,
    },
    "clocking": {
        "cts_setup_buffers": 0,
        "clock-sinks": 181,
        "hold_buffers": 0,
        "clk_root_buffer_cell": "clkbuf_16",
        "tritoncts.num_buffers": 17,
        "tritoncts": "yes",
        "clock_latency_late_sink_ps": 450,
        "ctsLongestPathBuffers": 2,
        "cts.repair.resized": 0,
        "cts.clk_slew.worst_paths_ps": 60,
        "cts-htree-levels": 4,
    },
    "placed_design": {
        "place_congestion": 0.745,
        "preCtsSetupSlack_ps": 148,
        "dp_cells": 584,
        "buffer_ports.inserted": 66,
        "dp.final_hpwl_um": 6220,
    },
    "power_and_ir_drop": {
        "p_leak_nw": 3.29,
        "power.ir.vdd_worst_v": 0.000309,
        "netSwitchingFraction_pct": 22.3,
        "cell_internal_power_dissipation_mw": 3.36,
        "pwr-share-clk_pct": 40.3,
        "cellPowerDensity_nw_per_um2": 520,
        "power.switching_uw": 968,
        "comb_power_share_pct": 6.4,
        "seq_power_share_pct": 53.3,
    },
    "run": {
        "maxCapViolations": 0,
        "openroad.warnings": 97,
    },
    "sta": {
        "grt_setup_unrepaired": "false",
        "final_max_slew_viol_count": 0,
        "setup_viol": 0,
        "maxSlewHeadroom_pct": 46.5,
        "hold_violations_final": 0,
        "worst-slew-pin-transition_ps": 801,
        "skew_ps": 35.9,
        "final_critical_path_setup_slack_ps": 619,
        "setup-tns-final_ps": 0,
    },
    "worst_hold_path": {
        "min-delay-start": "Data_VLD_GEN_1D$_DFF_P_",
        "holdPathEnd": "Data_VLD_GEN_2D$_DFF_P_",
        "number_of_cells_on_the_worst_hold_path": 0,
        "timing.hold.worst.class": "reg -> reg",
    },
    "outcome": {
        "run_status": "complete, no violations",
    },
}
area by class of cell:
class | count | share of cell area, %
sequential | 181 | 63.7
multi-input combinational | 97 | 14.3
timing repair buffer | 81 | 9.25
clock buffer | 20 | 5.50
clock inverter | 72 | 3.60
tap | 216 | 3.24
inverter | 8 | 0.360
sequential cells by signal, indices dropped and copies added (netlist names), 8 cells and up:
register / cells
REG_DATA_H_H_CH3: 8
REG_DATA_H_H_CH1: 8
REG_DATA_L_H_CH3: 8
REG_DATA_H_H_CH2: 8
REG_DATA_H_H_CH0: 8
REG_DATA_L_H_CH0: 8
REG_DATA_L_H_CH1: 8
Data_CH1: 14
Data_CH0: 14
REG_DATA_L_H_CH2: 8
Data_CH3: 14
Data_CH2: 14
per-layer routing:
metal	GRT usage (%)	part of all wire, %	wire [um]
met5	0	0	0
met3	7.02	8.8	864
met2	18.4	46	4480
met4	2.30	1.5	148
met1	19.6	44	4290
metrics by stage:
| step | power, mW | util [%] | cell area [sq um] | hold slack [ps] |
|---|---|---|---|---|
| floorplan | 2.56 | - | 6670 | 310 |
| global placement | 2.72 | 47.2 | 7580 | 315 |
| detailed placement | 2.72 | 47.2 | 7580 | 319 |
| CTS | 4.40 | 51.9 | 8330 | 335 |
| global route | 4.56 | 51.9 | 8330 | 346 |
| finish | 4.33 | 51.9 | 8330 | 331 |
power by group through the flow:
stage / combinational [mW] / clock, mW / sequential (mW)
CTS: 0.285 / 1.80 / 2.31
global route: 0.309 / 1.93 / 2.32
finish: 0.277 / 1.75 / 2.31
cell usage in the layout, fill, tap and decap left out:
cell type	count
edfxtp_1	168
inv_1	68
clkdlybuf4s50_1	65
mux2_4	56
clkbuf_16	18
ha_1	16
buf_4	16
dfxtp_1	12
nor2b_1	12
and2_1	10
inv_4	4
clkinv_2	4
clkinv_4	3
nor2_1	2
clkbuf_1	2
dfxtp_2	1
xor2_1	1
inv_2	1
kinds of logic after synthesis:
kind of cell | after synthesis | share of synthesized area, %
xor+xnor | 1 | 0.131
buf+inv | 18 | 2.50
flops | 181 | 79.6
mux | 56 | 12.6
fa+ha+maj | 16 | 3.00
simple gates | 24 | 2.18
how the worst max path moves through the flow:
| stage | startpoint | endpoint | slack, ps | depth (start not counted) |
|---|---|---|---|---|
| after CTS | FCO | REG_DATA_H_L_CH1[2]$_DFFE_NP_ | 610 | 2 |
| after global routing | FCO | REG_DATA_H_L_CH0[4]$_DFFE_NP_ | 540 | 2 |
| final | FCO | REG_DATA_H_L_CH1[2]$_DFFE_NP_ | 620 | 2 |
No activity file was given, so power comes from the tool's default toggle rates.
